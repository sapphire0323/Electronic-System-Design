[flow/design.v]
module my_latch(D,en,cs,Q);
	input [3:0] D;
	input en,cs;
	output reg [3:0] Q;
	always @(D or en or cs)begin
		if(cs==1'b0)
			if(en==1'b1)Q<=D;
	end
endmodule
module decoder(din,d0,d1,d2,d3,d4,d5,d6,d7);
	input [2:0] din;
	output d0,d1,d2,d3,d4,d5,d6,d7;
	reg [7:0] dout;
	always @(din)begin 
		case(din)
			3'b000 : dout<=8'b01111111;
			3'b001 : dout<=8'b10111111;
			3'b010 : dout<=8'b11011111;
			3'b011 : dout<=8'b11101111;
			3'b100 : dout<=8'b11110111;
			3'b101 : dout<=8'b11111011;
			3'b110 : dout<=8'b11111101;
			3'b111 : dout<=8'b11111110;
		endcase
	end
	assign d0=dout[7];
	assign d1=dout[6];
	assign d2=dout[5];
	assign d3=dout[4];
	assign d4=dout[3];
	assign d5=dout[2];
	assign d6=dout[1];
	assign d7=dout[0];
endmodule
module decoder2(din,d0,d1,d2,d3,d4,d5,d6,d7);
	input [2:0] din;
	output d0,d1,d2,d3,d4,d5,d6,d7;
	reg [7:0] dout;
	always @(din)begin 
		case(din)
			3'b000 : dout<=8'b10000000;
			3'b001 : dout<=8'b01000000;
			3'b010 : dout<=8'b00100000;
			3'b011 : dout<=8'b00010000;
			3'b100 : dout<=8'b00001000;
			3'b101 : dout<=8'b00000100;
			3'b110 : dout<=8'b00000010;
			3'b111 : dout<=8'b00000001;
		endcase
	end
	assign d0=dout[7];
	assign d1=dout[6];
	assign d2=dout[5];
	assign d3=dout[4];
	assign d4=dout[3];
	assign d5=dout[2];
	assign d6=dout[1];
	assign d7=dout[0];
endmodule
module selector(d0,d1,d2,d3,d4,d5,d6,d7,dout,select);
		input [3:0] d0,d1,d2,d3,d4,d5,d6,d7;
		input [2:0] select;
		output reg [3:0] dout;
		always@(select or d0 or d1 or d2 or d3 or d4 or d5 or d6 or d7)begin
			case(select)
				3'b000 : dout<=d0;
				3'b001 : dout<=d1;
				3'b010 : dout<=d2;
				3'b011 : dout<=d3;
				3'b100 : dout<=d4;
				3'b101 : dout<=d5;
				3'b110 : dout<=d6;
				3'b111 : dout<=d7;
			endcase
		end
endmodule
module decoder_four_to_seven(din,a,b,c,d,e,f,g);
	input [3:0] din;
	output a,b,c,d,e,f,g;
	reg [6:0] dout;
	always@(din)begin
		case(din)
			4'b0000 : dout<=7'b0000001;
			4'b0001 : dout<=7'b1001111;
			4'b0010 : dout<=7'b0010010;
			4'b0011 : dout<=7'b0000110;
			4'b0100 : dout<=7'b1001100;
			4'b0101 : dout<=7'b0100100;
			4'b0110 : dout<=7'b0100000;
			4'b0111 : dout<=7'b0001111;
			4'b1000 : dout<=7'b0000000;
			4'b1001 : dout<=7'b0000100;
			4'b1010 : dout<=7'b0001000;
			4'b1011 : dout<=7'b1100000;
			4'b1100 : dout<=7'b0110001;
			4'b1101 : dout<=7'b1000010;
			4'b1110 : dout<=7'b0110000;
			4'b1111 : dout<=7'b0111000;
		endcase
	end
	assign a=dout[6];
	assign b=dout[5];
	assign c=dout[4];
	assign d=dout[3];
	assign e=dout[2];
	assign f=dout[1];
	assign g=dout[0];
endmodule
module counter(rst,clk,count);
	input clk,rst;
	output reg[2:0] count;
	always@(posedge clk or negedge rst)begin
		if(!rst)count<=3'b000;
		else if(count==3'b111)count<=3'b000;
		else count<=count+3'b001;
	end
endmodule
module divider(rst,clk_in,clk_out);
	input clk_in;
	input rst;
	output reg clk_out;
	reg [4:0] count;
	always@(posedge clk_in)begin
		if(!rst)begin
			clk_out=1'b0;count<=5'b00000;
		end
		else if(count==5'b11111)begin 
			count<=5'b00000;clk_out=~clk_out;
		end
		else count<=count+5'b00001;
	end
endmodule
module EXP2(
	input clk,
	input en,
	input rst,
	input [3:0] input_data,
	input [2:0] select,
	output a,
	output b,
	output c,
	output d,
	output e,
	output f,
	output g,
	output LED_S0,
	output LED_S1,
	output LED_S2,
	output LED_S3,
	output LED_S4,
	output LED_S5,
	output LED_S6,
	output LED_S7
);
	wire clk_d;
	wire d0,d1,d2,d3,d4,d5,d6,d7;
	wire [2:0] num;
	wire [3:0] data0,data1,data2,data3,data4,data5,data6,data7;
	wire [3:0] medium_data;
	divider U6(rst,clk,clk_d);
	counter U1(rst,clk_d,num);
	decoder U2(select,d0,d1,d2,d3,d4,d5,d6,d7);
	my_latch L0(input_data,en,d0,data0);
	my_latch L1(input_data,en,d1,data1);
	my_latch L2(input_data,en,d2,data2);
	my_latch L3(input_data,en,d3,data3);
	my_latch L4(input_data,en,d4,data4);
	my_latch L5(input_data,en,d5,data5);
	my_latch L6(input_data,en,d6,data6);
	my_latch L7(input_data,en,d7,data7);
	selector U3(data0,data1,data2,data3,data4,data5,data6,data7,medium_data,num);
	decoder_four_to_seven U4(medium_data,a,b,c,d,e,f,g);
	decoder2 U5(num,LED_S0,LED_S1,LED_S2,LED_S3,LED_S4,LED_S5,LED_S6,LED_S7);
endmodule
module my_module(
	input en,
	input [3:0] input_data,
	input [2:0] select,
	input [2:0] num,
	output [3:0] medium_data
);	
	wire d0,d1,d2,d3,d4,d5,d6,d7;
	wire [3:0] data0,data1,data2,data3,data4,data5,data6,data7;
	decoder U2(select,d0,d1,d2,d3,d4,d5,d6,d7);
	my_latch L0(input_data,en,d0,data0);
	my_latch L1(input_data,en,d1,data1);
	my_latch L2(input_data,en,d2,data2);
	my_latch L3(input_data,en,d3,data3);
	my_latch L4(input_data,en,d4,data4);
	my_latch L5(input_data,en,d5,data5);
	my_latch L6(input_data,en,d6,data6);
	my_latch L7(input_data,en,d7,data7);
	selector U3(data0,data1,data2,data3,data4,data5,data6,data7,medium_data,num);
endmodule
[flow/run.sh]
#!/bin/bash
# OpenROAD 26Q1-2900-gdf79404cd8, Yosys 0.63+post, stock flow scripts
make -C /OpenROAD-flow-scripts/flow DESIGN_CONFIG=/design/flow/config.mk WORK_HOME=/design/flow/orfs finish
[flow/config.mk]
export PLATFORM = sky130hd
export DESIGN_NAME = EXP2
export DESIGN_NICKNAME = EXP2
export VERILOG_FILES = /design/flow/design.v
export SDC_FILE = /design/flow/constraint.sdc
export NUM_CORES = 4
export LEC_CHECK = 1
export CORE_AREA = 10 10 107 107
export DIE_AREA = 0 0 117 117
[flow/constraint.sdc]
current_design EXP2

set clk_period 1.4
set clk_io_pct 0.2

create_clock -name clk0 -period $clk_period [get_ports {clk}]

set non_clock_inputs [all_inputs -no_clocks]
set_input_delay [expr $clk_period * $clk_io_pct] -clock clk0 $non_clock_inputs
set_output_delay [expr $clk_period * $clk_io_pct] -clock clk0 [all_outputs]
==> changes_impl.md <==
### Physical design

* Total overflow reported by the global router at 0
* Critical path capture point type: register
* Min Tclk post-route at 1.33 ns
* Final Cell Area at approximately 1900 sq um
* Critical Setup Path Class: reg -> reg
* Final clock period utilization by the worst path at roughly 95%
* Total GRT Usage at under 10%
* Cts repair resizes at 0
* Longest individual stage delay on the worst path at roughly 0.32 ns
* Simple-gate area share of the yosys netlist at around 15%
* Number of buffers on the longest clock path at 2
* Buffering stage count on the worst path with inverters included at 0
* Detailed-route wire length at between 3000 and 4000 um
* Max Clk Rate at between 700 and 800 MHz
* Cell at the root of the clock tree: sky130_fd_sc_hd__clkbuf_8
* Number of DRC violations after detailed-routing iteration 0 at between 40 and 50
* Number of buffers inserted for hold repair after clock tree synthesis at 0
* Overall power of the completed layout at around 700 uW
* Number of vias after detailed routing at between 1000 and 1500
* Clock slew at the register clock pins of the worst setup and hold paths at 0.03 ns
* Final Skew at approximately 0.0032 ns
* Outcome: finished clean
* Mean number of vias per cell at 3.84
* Synth unique cells at 37
* Xor-xnor portion of the synthesized cell area at 2.29%
* Data arrival at the endpoint of the critical path at 1.48 ns
* Die span in y at 117 um
* Cell-by-cell listing of the critical path: ha_1 -> and3_1 -> ha_1 -> nand2b_2 -> nor2_1
* Placed insts at around 280
* Number of pins with negative max-slew slack in the final report at 0
* First-pass GRT wire length at 5330 um
* DRC errors left at 0
* Top fanout value on the critical path at 5
* Inserted Diodes at 0
* Total negative setup slack at 0 ns
* Leakage dissipation at about 0.00083 uW
* Number of top-level pins at 25
* Placed wire-length estimate after detailed placement at about 2700 um
* Syn avg cell area at a little under 10 sq um
* Die Size at about 14000 sq um
* Mapped Cells at ~160
* Kind of cell adding the most delay to the critical path: simple AND/OR/NAND/NOR gates
* Top flip-flop cell by instance count after synthesis: sky130_fd_sc_hd__dlxtn_1
* Mux cell area share after synthesis at 6.05%
* Count of H-tree levels built during CTS at 1
* Pin count of the biggest net entering global routing at 16
* Register pins left without a clock at 35
* Most prevalent standard cell on the critical path: sky130_fd_sc_hd__ha_1
* Seq cells post-synth at between 40 and 50
* Count of buffers inserted at the top-level ports at 24
* Routed length per instance at ~12 um
* Final core utilization at 20.8%
* Final estimated routing congestion in global placement at between 0.7 and 0.8
* Cell type of the slowest stage on the worst timing path: sky130_fd_sc_hd__dfxtp_1
* Synthesis area per yosys at around 1500 sq um
* Filler Cell Count at just under 1000
* Number of warnings in the stage logs at 34
* Placement Rows at 35
* TritonCTS clock tree: yes
* Ys Warns at 7
* Worst slew pin tran at ~0.55 ns
* Placeable core area at roughly 9200 sq um
* Number of unconstrained endpoints at ~50
* Number of non-filler instances in the completed layout at 287
* Latency at later pin at about 0.22 ns
* Peak ir drop on the vdd network at between 0.2 and 0.25 mV
* Register cell area after layout at ~680 sq um
* Post-synthesis share of cell area spent on full adders, half adders and majority gates at ~12%
* Post CTS Setup Buffer Count at 0
* Top non-seq family: simple AND/OR/NAND/NOR gates
* Area added between synthesis and finish at 24.8%
* Number of buffers inserted during clock tree synthesis at 3
* Crit path required time at between 1.5 and 2 ns
* Number of cells in the yosys synthesis report at 155
* Number of iterations in the first detailed-routing pass at 4
* Final Hold Viols at 0
* Number of antenna violations at the first check in global routing at 0
* Placed inst area at roughly 1900 sq um
* Post-synth EDFFs at 0
* Category of the worst setup path launch point: register
* Aoi/oai-family share of the synthesized area at about 14%
* Async set-or-reset flop fraction in the synthesized netlist at under 10%
* MaxCap Viol Count at 0
* Initial core utilization at between 10% and 20%
* Logic cell area at about 770 sq um
* Power per standard cell area at approximately 370 nW/um^2
* Slew margin rel. at ~63%
* Synthesized area at approximately 1500 sq um
* Layout cells sized above 1 at under 10%
* Setup violators final at 0
* Width of the die at 117 um
* Vias in the first global route at between 1000 and 1500
* RSZ-0062 raised after global routing: no
* Routed Antenna Nets at 0
* Classification of the worst-slack hold path: reg -> reg
## layout make-up
cell class / count / area share [%]
Multi-Input combinational cell: 95 / 40.1
Sequential cell: 41 / 35.3
Timing Repair Buffer: 24 / 12.6
Tap cell: 111 / 7.26
Inverter: 13 / 2.55
Clock buffer: 3 / 2.16
## logic make-up after synthesis
| logic type | Yosys count |
|---|---|
| AND-OR/OR-AND | 24 |
| XOR/XNOR | 4 |
| adder cells (fa/ha/maj) | 15 |
| buffers and inverters | 19 |
| flip-flops | 9 |
| latches | 32 |
| multiplexers | 9 |
| AND/OR/NAND/NOR | 43 |
## synthesized netlist by cell type, types with 3 or more instances
library cell | n | share of area [%]
sky130_fd_sc_hd__dlxtn_1 | 32 | 31
sky130_fd_sc_hd__nor3_1 | 3 | 0.98
sky130_fd_sc_hd__nand2_1 | 8 | 2.0
sky130_fd_sc_hd__o22ai_1 | 3 | 1.2
sky130_fd_sc_hd__dfrtp_1 | 3 | 4.9
sky130_fd_sc_hd__mux2i_1 | 7 | 4.6
sky130_fd_sc_hd__ha_1 | 15 | 12
sky130_fd_sc_hd__dfxtp_1 | 6 | 7.8
sky130_fd_sc_hd__buf_6 | 3 | 2.2
sky130_fd_sc_hd__nand3_1 | 7 | 2.3
sky130_fd_sc_hd__and2_1 | 4 | 1.6
sky130_fd_sc_hd__xor2_1 | 3 | 1.7
sky130_fd_sc_hd__clkbuf_1 | 3 | 0.74
sky130_fd_sc_hd__nor2b_1 | 6 | 2.5
sky130_fd_sc_hd__o21ai_0 | 3 | 0.98
sky130_fd_sc_hd__inv_1 | 13 | 3.2
sky130_fd_sc_hd__nor2_1 | 7 | 1.7
sky130_fd_sc_hd__a22o_1 | 4 | 2.3
## power breakdown
| group | total, uW | leakage, uW | switching, uW | internal (uW) |
|---|---|---|---|---|
| Combinational | 180 | 0.000458 | 83.4 | 96.5 |
| Sequential | 265 | 0.000352 | 16.3 | 249 |
| Clock | 253 | 0.0000216 | 69.2 | 184 |
| Total | 699 | 0.000831 | 169 | 530 |
## registers in the layout (all words and copies together) (netlist names)
name and flops:
U6.count 5, L6.Q 4, L5.Q 4, U1.count 3, L0.Q 4, L4.Q 4
L7.Q 4, L2.Q 4, L3.Q 4, U6.clk_out 1, L1.Q 4
## path summary, 6_finish.rpt
| check | start | end | slack (ns) | cells past startpoint |
|---|---|---|---|---|
| worst max-delay path | U6.count[0] | U6.count[3] | 0.07 | 5 |
| worst max register to register | U6.count[0] | U6.count[3] | 0.07 | 5 |
| worst min-delay path | U6.count[0] | U6.count[0] | 0.47 | 1 |
| worst min register to register | U6.count[0] | U6.count[0] | 0.47 | 1 |
## layer usage
metal	wire length [um]	vias up	track usage, %
met5	0	-	0
met3	210	0	1.50
li1	-	575	-
met1	1530	510	6.43
met2	1560	16	8.10
met4	0	0	0.165
## cells in the final DEF (no fill, tap or decap), types with 6 or more instances in the layout
cell                              count
sky130_fd_sc_hd__nor2_1               6
sky130_fd_sc_hd__nand3_1              7
sky130_fd_sc_hd__dlxtn_1             32
sky130_fd_sc_hd__mux2i_1              7
sky130_fd_sc_hd__inv_1               13
sky130_fd_sc_hd__nand2_1              8
sky130_fd_sc_hd__dfxtp_1              6
sky130_fd_sc_hd__clkdlybuf4s50_1     24
sky130_fd_sc_hd__ha_1                15
sky130_fd_sc_hd__nor2b_1              6
## per-stage QoR
| step | setup slack (ns) | hold slack [ns] |
|---|---|---|
| 6_report | 0.0736 | 0.467 |
| 5_1_grt | 0.0174 | 0.476 |
| 4_1_cts | 0.0595 | 0.464 |
| 3_5_place_dp | 0.0954 | 0.443 |
| 3_3_place_gp | 0.128 | 0.427 |
| 2_1_floorplan | 0.146 | 0.402 |
Power is estimated from default activity; no workload was simulated.
